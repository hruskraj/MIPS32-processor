--- run.sh ---
#!/bin/bash
# OpenROAD 26Q1-2900-gdf79404cd8, Yosys 0.63+post, stock flow scripts
make -C /OpenROAD-flow-scripts/flow DESIGN_CONFIG=/design/flow/config.mk WORK_HOME=/design/flow/orfs finish
--- constraint.sdc ---
current_design adder_32bit

set clk_period 14.1
set clk_io_pct 0.2

create_clock -name clk0 -period $clk_period

set non_clock_inputs [all_inputs -no_clocks]
set_input_delay [expr $clk_period * $clk_io_pct] -clock clk0 $non_clock_inputs
set_output_delay [expr $clk_period * $clk_io_pct] -clock clk0 [all_outputs]
--- design.v ---
module adder_32bit (input [31:0] a, b, input c0, output [31:0] sum, output c32);
	assign { c32 , sum} = a + b + c0;
endmodule
--- config.mk ---
export PLATFORM = sky130hd
export DESIGN_NAME = adder_32bit
export DESIGN_NICKNAME = adder_32bit
export VERILOG_FILES = /design/flow/design.v
export SDC_FILE = /design/flow/constraint.sdc
export NUM_CORES = 4
export LEC_CHECK = 1
export CORE_AREA = 10 10 89 89
export DIE_AREA = 0 0 99 99
==> reports/results.tsv <==
stage	metric	value	unit
outcome	outcome	complete, no violations	
synthesis	Synth cell types	52	
global_routing	GRT Total Usage	11.8	%
detailed_routing	per-cell routed wire length	14.5	um
detailed_routing	Total Wirelength	6180	um
detailed_routing	final antenna-violating net count	0	
clock_network	Post-CTS Setup Inserts	0	
global_routing	first-pass GRT wire length	10100	um
sta	final hold violation count	0	
synthesis	Synth area leader	ha_1	
synthesis	yosys stat chip area	1850	um2
clock_network	Post-CTS Resized	0	
critical_path	startpoint types	primary input	
detailed_routing	via count	2228	
critical_path	critical path class	in2out	
placed_design	Port Buffers	98	
floorplan	DIE HEIGHT	99	um
sta	RSZ-0062 raised after global routing	no	
global_routing	M3 GR Usage	2.18	%
critical_path	Data arrival, critical path	6.11	ns
critical_path	Critical Path Sink Type	output pin	
global_routing	grt peak-use layer	met2	
critical_path	Req. time, crit path	11.28	ns
sta	final setup vio count	0	
job	count of max-cap constraint violations	0	
placed_design	gpl congestion	0.859	
global_routing	largest net degree at the start of global routing	13	
cells_and_area	Flop area	0	um2
power	pwr dens	49.4	nW/um2
cells_and_area	layout cells sized above 1	3.13	%
sta	crit share post-route	63.3	%
synthesis	Post-Synthesis Cell Area	1850	um2
floorplan	core area	5990	um2
floorplan	floorplan core density	31.0	%
sta	normalized max-slew margin	48.7	%
synthesis	Avg Synthesized Cell Area	7.16	um2
global_routing	initial antenna violation count	0	
synthesis	Top-area cell share	20.9	%
power	leakage power	1.21	nW
detailed_routing	vias per cell	5.22	
worst_hold_path	Hold Path Class	in2out	
sta	Worst Max-Slew Pin Slew	0.760	ns
cells_and_area	flop count	0	
detailed_routing	Pre-antenna DRT Iters	4	
sta	Slew Viols, Final	0	
detailed_routing	antenna cells	0	
power	worst ir drop on vdd	0.0201	mV
global_routing	vias in the first global route	2204	
synthesis	Yosys Warn Count	0	
detailed_routing	Remaining DRCs	0	
clock_network	cts-stage hold buffer count	0	
cells_and_area	CLK BUF	0	
floorplan	Row Count	28	
placed_design	pre-CTS setup slack	5.15	ns
detailed_routing	initial drt markers	73	
global_routing	gr ovfl total	0	
cells_and_area	Fillers	613	
sta	Fmax achieved	112	MHz
synthesis	top-count cell post-synth	a21oi_1	
cells_and_area	Area Overhead vs Synth	55.5	%
synthesis	yosys cell count	259	
job	OpenROAD warnings	32	
sta	post-route setup TNS	0	ns
global_routing	met2 Use GR	20.0	%
sta	minimum clock period	8.93	ns
synthesis	Cell area leaders	ha_1 (21%), a21oi_1 (9.2%), xor2_1 (7.1%)	
cells_and_area	MI comb area	1780	um2
global_routing	M1 GR Usage	15.9	%
floorplan	Die Area	9800	um2
floorplan	die x size	99	um
floorplan	IO Count	98	
sta	fin worst setup slack	5.17	ns
synthesis	Synth Seq Share	0	%
critical_path	Max FO, Critical Path	4	
placed_design	DP Wirelength	5590	um
synthesis	synthesized instance count	259	
synthesis	most common library cells after synthesis	a21oi_1 (34), ha_1 (31), nand2_1 (23)	
==> logic make-up after synthesis <==
family / count (synthesis) / synth area share [%]
adder cells (fa/ha/maj): 33 / 23.1
buffers and inverters: 12 / 3.85
multiplexers: 1 / 0.540
XOR/XNOR: 25 / 11.8
AND/OR/NAND/NOR: 83 / 22.9
AND-OR/OR-AND: 105 / 37.9
==> per-stage QoR <==
stage	area, um2	std cells	hold slack, ns	total power, mW	util (%)
floorplan	1850	259	5.74	0.0700	-
global placement	2880	427	6.72	0.145	48.1
detailed placement	2880	427	6.73	0.144	48.1
CTS	2880	427	6.73	0.145	48.1
global route	2880	427	6.76	0.159	48.1
finish	2880	427	6.72	0.142	48.1
==> routing by layer <==
layer,share of wire (%),wire length [um]
met5,0,0
met1,47,2900
met2,47,2910
met3,5.9,365
met4,0,0
==> path summary, 6_finish.rpt <==
| path | slack [ns] | from | end | cells after the start |
|---|---|---|---|---|
| max | 5.17 | a[0] | sum[28] | 11 |
| min | 6.72 | c0 | sum[0] | 3 |
==> worst max-delay path: stages <==
cell	delay (ns)
clkdlybuf4s50_1	0.43
fa_1	0.49
fa_1	0.42
a21oi_1	0.20
o32ai_1	0.14
o211ai_2	0.30
a21o_1	0.24
o21ai_2	0.11
a21o_1	0.19
a311oi_1	0.24
clkdlybuf4s50_1	0.52
==> cell usage in the layout, fill, tap and decap left out, types with 7 or more instances in the layout <==
cell,Yosys,layout
a21o_1,12,12
ha_1,31,31
nor3_1,7,7
nand4_1,8,8
xor2_1,15,15
o21ai_0,12,12
a21oi_1,34,34
clkdlybuf4s50_1,0,98
xnor2_1,10,10
nand2_1,23,23
nor2_1,20,20
o21ai_1,8,8
==> cell type report <==
class              count  share of cell area, %
multi-input cells    247                   61.8
repair buffers        98                   34.0
well taps             75                   3.25
inverters              7                  0.911
==> where the power goes <==
part	leakage, nW	switching [mW]	internal (mW)
clock network	0	0	0
logic	1.21	0.0587	0.0837
registers	0	0	0
No activity file was given, so power comes from the tool's default toggle rates.
