### /design/flow/run.sh
#!/bin/bash
# OpenROAD 26Q1-2900-gdf79404cd8, Yosys 0.63+post, stock flow scripts
make -C /OpenROAD-flow-scripts/flow DESIGN_CONFIG=/design/flow/config.mk WORK_HOME=/design/flow/orfs finish
### /design/flow/design.v
module mux_4_1(input [31:0] d0, d1, d2, d3, input[1:0] select, output reg [31:0] y);
	always@ (*) begin
		case(select)
			0: y = d0;
			1: y = d1;
			2: y = d2;
			default: y = d3;
		endcase
	end
endmodule
### /design/flow/config.mk
export PLATFORM = sky130hd
export DESIGN_NAME = mux_4_1
export DESIGN_NICKNAME = mux_4_1
export VERILOG_FILES = /design/flow/design.v
export SDC_FILE = /design/flow/constraint.sdc
export NUM_CORES = 4
export LEC_CHECK = 1
export CORE_AREA = 10 10 76 76
export DIE_AREA = 0 0 86 86
### /design/flow/constraint.sdc
current_design mux_4_1

set clk_period 1.5
set clk_io_pct 0.2

create_clock -name clk0 -period $clk_period

set non_clock_inputs [all_inputs -no_clocks]
set_input_delay [expr $clk_period * $clk_io_pct] -clock clk0 $non_clock_inputs
set_output_delay [expr $clk_period * $clk_io_pct] -clock clk0 [all_outputs]
==> results.toml <==
# implementation run metrics
[synthesis]
common_cells = "30 x mux4_2, 3 x buf_12, 3 x buf_2"
syn-instance-count = 39
yosys_warnings = 1
yosysTopAreaCell = "mux4_2"
yosys.area.top_type_share_pct = 82.9
postSynthAreaPerCell_um2 = 20.9
synth-cells-yosys = 39
yosys.stat.seqShare_pct = 0
ys_area_um2 = 815
area_leaders = "mux4_2 83%, buf_12 7.4%, mux4_1 6.5%"
syn-cell-area_um2 = 815
most_common_cell = "mux4_2"
ys_types = 5

[floorplanning]
rows = 23
fp_util_pct = 19.8
fp.coreArea_um2 = 4120
die_area_um2 = 7400
die_x_um = 86
fp.dieH_um = 86
boundaryPins = 162

[worst_setup_path]
crit_required_ps = 1200
critPathMaxFanout = 7
start_kind = "input port"
endpoint_kind = "output pin"
cp_data_arrival_time_ps = 1220
path_class = "in2out"

[final_layout]
clock_buffers = 0
flop_area_um2 = 0
drive_gt1_share_pct = 36.6
ff_count = 0
fillCellCount = 407
final_util_pct = 55.2
comb_area_um2 = 721
syn_to_final_growth_pct = 179

[flow_run]
warnings = 35
max_cap_viol_count = 0

[sta]
slew_viol_final = 0
fin_setup_tns_ps = -26.3
max_freq_mhz = 656
rsz0062_at_grt = "true"
final.setup.worst_slack_ps = -24.1
finalCriticalPeriod_ps = 1520
hold_ws_ps = 1080
slew_headroom_pct = 88.3
setup_viol = 2
worstMarginPinSlew_ps = 176
hold_violations = 0
post-route-period-util_pct = 102

[outcome]
violations = "setup timing"
run_status = "finished with violations"

[global_routing]
overflow = 0
grt_pass1_vias = 1405
antenna_found_initial = 2
grt_start_max_net_pins = 14
grt_pass1_wl_um = 9200
grt_usage_pct = 16.4

[power_and_ir_drop]
pwr_density_cell_nw_per_um2 = 242
ir_drop_mv = 0.107
fin_total_pwr_mw = 0.549
leakagePower_nw = 1.10

[route]
wl_per_cell_um = 23.9
drc = 0
drt-vias-per-instance = 4.68
first_pass_iters = 2
drt_wl_total_um = 6040
drt_iter0_drc = 8
vias = 1184
ant_nets = 0

[placed_design]
gp_congestion = 0.829
dp_hpwl_um = 5260
port-buffer-count = 162

[worst_hold_path]
hold_path.class = "in2out"
what timing repair did:
| item | in CTS | in global routing |
|---|---|---|
| gates resized | 243 | 0 |
| buffers inserted | 0 | 0 |
| hold buffers | 0 | 0 |
| cloned | 4 | 0 |
| pin swaps | 0 | 0 |
| setup endpoints to repair | 32 | 25 |
path summary, 6_finish.rpt:
kind / to / slack [ps] / depth (start not counted) / from
setup / recovery: y[3] / -20 / 4 / select[0]
hold / removal: y[25] / 1080 / 3 / d2[25]
final cells by class:
cell class / count / share of cell area, %
Antenna cell: 1 / 0.110
Multi-Input combinational cell: 32 / 31.8
Tap cell: 50 / 2.76
Timing Repair Buffer: 170 / 65.4
report_power, final:
group | internal, mW | switching, mW | total, mW
Combinational | 0.408 | 0.141 | 0.549
Sequential | 0 | 0 | 0
Clock | 0.0000000892 | 0 | 0.0000000892
Total | 0.408 | 0.141 | 0.549
per-stage QoR:
step	std cells	cell area, um^2	setup WS, ps
floorplan	39	815	183
global placement	248	2460	-631
detailed placement	248	2460	-638
CTS	252	2270	-36.6
global route	252	2270	-64.2
finish	253	2270	-24.1
critical path, stage by stage:
cell and delay, ps:
buf_12 120, buf_12 140, mux4_2 520, buf_2 140
layout by cell type, fill, tap and decap left out:
cell           instances
buf_4                  1
buf_2                 33
diode_2                1
buf_16                 4
buf_12                 4
mux4_2                32
dlygate4sd2_1        128
routing by layer:
metal,GRT usage [%],wire length (um),vias up
met3,10.0,881,2
met4,0,0,2
met2,27.5,3070,97
li1,-,-,534
met1,18.6,2070,549
met5,0,13,-
cells by family after synthesis:
| family | synth area share (%) |
|---|---|
| buf+inv | 10.6 |
| mux | 89.4 |
