## ./config.mk

```make
export PLATFORM = sky130hd
export DESIGN_NAME = processor
export DESIGN_NICKNAME = processor
export VERILOG_FILES = /design/flow/design.v
export SDC_FILE = /design/flow/constraint.sdc
export NUM_CORES = 4
export LEC_CHECK = 1
export CORE_UTILIZATION = 30
```

## ./constraint.sdc

```tcl
current_design processor

set clk_period 13.2
set clk_io_pct 0.2

create_clock -name clk0 -period $clk_period [get_ports {clk}]

set non_clock_inputs [all_inputs -no_clocks]
set_input_delay [expr $clk_period * $clk_io_pct] -clock clk0 $non_clock_inputs
set_output_delay [expr $clk_period * $clk_io_pct] -clock clk0 [all_outputs]
```

## ./design.v

```verilog
module alu32(input [31:0] SrcA, SrcB, input [3:0] ALUControl, output reg [31:0] ALUResult, output zero);
	reg c = 0;
	always @ (*)
		case (ALUControl)
			4'b0010: ALUResult = SrcA + SrcB;
			4'b0110: ALUResult = SrcA - SrcB;
			4'b0000: ALUResult = SrcA & SrcB;
			4'b0001: ALUResult = SrcA | SrcB;
			4'b0011: ALUResult = SrcA ^ SrcB;
			4'b0111: ALUResult = (SrcA[31] != SrcB[31]) ? SrcA[31] : (SrcA < SrcB);
			4'b1010: ALUResult = SrcB << SrcA;
			4'b1011: ALUResult = SrcB >> SrcA;
			4'b1100: ALUResult = ($signed(SrcB) >>> (SrcA));
			4'b1000: begin
				ALUResult[7:0] = SrcA[7:0] + SrcB[7:0];
				ALUResult[15:8] = SrcA[15:8] + SrcB[15:8];
				ALUResult[23:16] = SrcA[23:16] + SrcB[23:16];
				ALUResult[31:24] = SrcA[31:24] + SrcB[31:24];
			end
			4'b1001: begin		
				c = 0;
				{c, ALUResult[7:0]} = SrcA[7:0] + SrcB[7:0];
				if(c == 1) ALUResult[7:0] = 8'b11111111;
				c = 0;
				{c, ALUResult[15:8]} = SrcA[15:8] + SrcB[15:8];
				if(c == 1) ALUResult[15:8] = 8'b11111111;
				c = 0;
				{c, ALUResult[23:16]} = SrcA[23:16] + SrcB[23:16];
				if(c == 1) ALUResult[23:16] = 8'b11111111;
				c = 0;
				{c, ALUResult[31:24]} = SrcA[31:24] + SrcB[31:24];
				if(c == 1) ALUResult[31:24] = 8'b11111111;
			end
		endcase
		assign zero = ALUResult ? 0 : 1;
endmodule
module branchEnable(input zero, branch, output PCSrcBeq);
	assign PCSrcBeq = (zero && branch) ? 1 : 0;
endmodule
module controlUnit(input [5:0] Opcode, funct, input [4:0] shamt, 
				   output RegWrite, RegDst, ALUSrc, Branch, MemWrite, MemToReg, PCSrcJal, PCSrcJr, PCSrcJ, output [3:0] ALUControl);
	wire [1:0] tmp;
	mainDecoder mainDec(Opcode, RegWrite, RegDst, ALUSrc, Branch, MemWrite, MemToReg, PCSrcJal, PCSrcJr, PCSrcJ, tmp); 
	ALUOpDecoder aluDec(tmp, funct, shamt, ALUControl);
endmodule
module mainDecoder(input [5:0] Opcode, output reg RegWrite, RegDst, ALUSrc, Branch, MemWrite, MemToReg, PCSrcJal, PCSrcJr, PCSrcJ, output reg [1:0] ALUOp);
	always @ (*) begin
		case (Opcode)
			6'b000000: {RegWrite, RegDst, ALUSrc, ALUOp, Branch, MemWrite, MemToReg, PCSrcJal, PCSrcJr, PCSrcJ} = 11'b11010000000;
			6'b100011: {RegWrite, RegDst, ALUSrc, ALUOp, Branch, MemWrite, MemToReg, PCSrcJal, PCSrcJr, PCSrcJ} = 11'b10100001000;
			6'b101011: {RegWrite, RegDst, ALUSrc, ALUOp, Branch, MemWrite, MemToReg, PCSrcJal, PCSrcJr, PCSrcJ} = 11'b0x10001x000;
			6'b000100: {RegWrite, RegDst, ALUSrc, ALUOp, Branch, MemWrite, MemToReg, PCSrcJal, PCSrcJr, PCSrcJ} = 11'b0x00110x000;
			6'b001000: {RegWrite, RegDst, ALUSrc, ALUOp, Branch, MemWrite, MemToReg, PCSrcJal, PCSrcJr, PCSrcJ} = 11'b10100000000;
			6'b000011: {RegWrite, RegDst, ALUSrc, ALUOp, Branch, MemWrite, MemToReg, PCSrcJal, PCSrcJr, PCSrcJ} = 11'b1xxxxx0x100;
			6'b000010: {RegWrite, RegDst, ALUSrc, ALUOp, Branch, MemWrite, MemToReg, PCSrcJal, PCSrcJr, PCSrcJ} = 11'b0xxxxx0x001;
			6'b000111: {RegWrite, RegDst, ALUSrc, ALUOp, Branch, MemWrite, MemToReg, PCSrcJal, PCSrcJr, PCSrcJ} = 11'b0xxxxx0x010;
			6'b011111: {RegWrite, RegDst, ALUSrc, ALUOp, Branch, MemWrite, MemToReg, PCSrcJal, PCSrcJr, PCSrcJ} = 11'b11011000000;
		endcase
	end
endmodule
module ALUOpDecoder(input [1:0] ALUOp, input [5:0] funct, input [4:0] shamt, output reg [3:0] ALUControl);
	always @ (*) begin
		case (ALUOp)
			0: ALUControl = 4'b0010;
			1: ALUControl = 4'b0110;
			2: begin
				case (funct)
					6'b100000: ALUControl = 4'b0010;
					6'b100010: ALUControl = 4'b0110;
					6'b100100: ALUControl = 4'b0000;
					6'b100101: ALUControl = 4'b0001;
					6'b101010: ALUControl = 4'b0111;
					6'b000100: ALUControl = 4'b1010;
					6'b000110: if(shamt == 0) ALUControl = 4'b1011;
					6'b000111: if(shamt == 0) ALUControl = 4'b1100;
				endcase
			   end
			3: begin
				if(shamt == 5'b00000 && funct == 6'b010000)
					ALUControl = 4'b1000;
				if(shamt == 5'b00100 && funct == 6'b010000)
					ALUControl = 4'b1001;
			   end
		endcase
	end
endmodule
module expander16_32(input [15:0] a, output [31:0] b);
	assign b = { {16{a[15]}}, a };
endmodule
module multiply4(input [31:0] in, output [31:0] out);
	assign out = in * 4;	
endmodule
module mux_2_1_5 (input [4:0] d0, d1, input select, output reg [4:0] y);
	always@ (*) begin
		if(select) y = d1;
		else y = d0;
	end
endmodule
module mux_2_1 (input [31:0] d0, d1, input select, output reg [31:0] y);
	always@ (*) begin
		if(select) y = d1;
		else y = d0;
	end
endmodule
module processor( input         clk, reset,
                  output [31:0] PC,
                  input  [31:0] instruction,
                  output        WE,
                  output [31:0] address_to_mem,
                  output [31:0] data_to_mem,
                  input  [31:0] data_from_mem
                );
    wire RegWrite, RegDst, ALUSrc, Branch, MemWrite, MemToReg, PCSrcJal, PCSrcJr, PCSrcJ, zero, BranchEQ;
	wire [3:0] ALUControl;
	wire [4:0] A3, writeReg, wire31;
	wire [31:0] AluOut, expandedInst, expInstMult4, RD1, RD2, PCBranch, PC, SrcB, Result, WD3, nextPC;
	supply0 GND;
	controlUnit controlUnit(instruction[31:26], instruction[5:0], instruction[10:6], RegWrite, RegDst, ALUSrc, Branch, MemWrite, MemToReg, PCSrcJal, PCSrcJr, PCSrcJ, ALUControl);
	programCounter pCounter(PC, PCBranch, {PC[31:28], instruction[25:0], GND, GND},	RD1, reset, clk, BranchEQ, PCSrcJal, PCSrcJr, PCSrcJ, PC);
	regFile regFile(instruction[25:21], instruction[20:16], A3, clk, RegWrite, WD3, RD1, RD2);
	expander16_32 expander16_32(instruction[15:0], expandedInst);
	mux_2_1_5 regDest(instruction[20:16], instruction[15:11], RegDst, writeReg);
	mux_2_1 aluSrc(RD2, expandedInst, ALUSrc, SrcB);
	mux_2_1 memToReg(AluOut, data_from_mem, MemToReg, Result);
	alu32 alu32(RD1, SrcB, ALUControl, AluOut, zero);
	assign data_to_mem = RD2;
	assign address_to_mem = AluOut;
	assign WE = MemWrite;
	assign PCBranch = PC + 4 + expInstMult4;
	assign wire31 = 31;
	assign nextPC = PC + 4;
	branchEnable branchEnable(zero, Branch, BranchEQ);
	multiply4 mult4(expandedInst, expInstMult4);
	mux_2_1_5 a3Mux(writeReg, wire31, PCSrcJal, A3);
	mux_2_1 wd3Mux(Result, nextPC, PCSrcJal, WD3);
endmodule
module programCounter(input [31:0] PC, beqValue, jalValue, jrValue, input reset, clk, beq, jal, jr, j, output reg [31:0] newPC);
	initial begin
		newPC <= 0;
	end
	always @ (posedge clk) begin
		if(reset)
			newPC <= 0;
		else if(beq)
			newPC <= beqValue;
		else if(jal || j)
			newPC <= jalValue;
		else if(jr)
			newPC <= jrValue;
		else 
			newPC <= PC + 4;
	end
endmodule
module regFile(input [4:0] A1, A2, A3, input CLK, WE3, input [31:0] WD3, output reg [31:0] RD1, RD2);
	reg [31:0] rf[31:0];
	initial begin
		rf[0] = 0;
	end
	always @ (*) begin
		RD1 = rf[A1];
		RD2 = rf[A2];
	end
	always @ (posedge CLK) begin
		if(WE3) begin
			if(A3 != 0)
				rf[A3] = WD3;
		end
	end
endmodule
```

## ./run.sh

```bash
#!/bin/bash
# OpenROAD 26Q1-2900-gdf79404cd8, Yosys 0.63+post, stock flow scripts
make -C /OpenROAD-flow-scripts/flow DESIGN_CONFIG=/design/flow/config.mk WORK_HOME=/design/flow/orfs finish
```

==> impl_metrics.csv <==
group,metric,value,unit
run_status,status,"complete, no violations",
final_timing,setup_viol,0,
flow_run,warnings,92,
yosys,top_cell_area_share,0.477,
yosys,synth.avg_cell_area,12.2,µm²
setup_path,timing.setup.critical_path_class,"primary input to output port",
setup_path,worst_r2r_startpoint,"pCounter.newPC[2]",
die,design.die.area,217000,µm²
die,io_pins,163,
final_timing,clock_skew,54.6,ps
setup_path,setup.reg_to_reg.worst_slack,7380,ps
yosys,netlist_logic_family_top,"multiplexers",
cts,ctsResizeCount,0,
cts,clockBufferDepth,3,
final_layout,nFillCells,20581,
cts,number_of_buffers_added_to_fix_hold_violations_after_cts,0,
grt,gr-usage-all-layers,0.277,
die,rows,169,
min_path,timing.hold.worst_endpoint,"pCounter.newPC[1]",
power,total_power,8.98,mW
placement,io_buffers,162,
drt,drc,0,
drt,number_of_vias_per_cell,6.02,
yosys,edf_count,1024,
placement,routabilityCongestion,1.04,
final_timing,min_period_over_period,0.702,
yosys,syn-instance-count,5306,
setup_path,critical_path.max_fanout,62,
power,vdd_ir_drop_max,109,µV
yosys,ys.flops,1103,
yosys,synthMuxAreaShare,0.206,
final_timing,timing.fmax,108,MHz
yosys,biggest_area_consumer_among_synthesized_cells,"sky130_fd_sc_hd__edfxtp_1",
yosys,yosys.area_share.xor_xnor,0.0103,
placement,hpwlAfterDp,200000,µm
cts,tritoncts_clock_tree,"done",
yosys,synthAdderAreaFrac,0.0267,
cts,worstSkewPairLatency,770,ps
min_path,min_delay_path_depth,2,
final_layout,drive_above_1_share,0.150,
flow_run,max_cap_viol_count,0,
setup_path,cp-start-kind,"primary input",
final_timing,period_minus_slack,9270,ps
min_path,hold_path_class,"flop to flop",
yosys,synth.lib_cells_used.distinct,99,
setup_path,timing.rr.end,"pCounter.newPC[31]",
final_timing,untimed_endpoints,80,
yosys,yosysCellCount,5306,
final_timing,grt_setup_unrepaired,"no",
setup_path,worst_ep_required_time,10560,ps
grt,grt_pass1_vias,50867,
die,fp-utilization,0.303,
final_timing,finalHoldViolCount,0,
cts,cts-buffers-inserted,108,
final_timing,timing_max_transition_violations_final,0,
cts,clock_pin_slew_on_the_worst_setup_and_hold_paths,60,ps
power,static-leakage-power,26.3,nW
cts,clock_tree.htree_level_count,3,
die,dieWidth,466,µm
cts,cts.root.buffer_cell,"sky130_fd_sc_hd__clkbuf_16",
final_timing,worst_slew_pin_tran,1080,ps
grt,global_route_overflow,0,
final_layout,mi_logic_area,30700,µm²
yosys,mappedNetlistArea,64500,µm²
yosys,ys_sh_simple,0.0894,
drt,finalWirelength,289000,µm
drt,firstDrtPassIters,8,
final_layout,seqCellArea,32100,µm²
drt,drt_iter0_markers,4741,
yosys,synthAoiAreaFrac,0.133,
yosys,yosys_warnings,7,
drt,drtAntennaViolNets,0,
cts,post_cts.repair.setup_buffers,0,
final_timing,slew_headroom,0.278,
die,dieHeight,466,µm
die,core_area,213000,µm²
yosys,ys_top_cells_by_area,"sky130_fd_sc_hd__edfxtp_1 48%, sky130_fd_sc_hd__mux2i_1 12%, sky130_fd_sc_hd__mux4_2 7.8%, sky130_fd_sc_hd__a22oi_1 2.7%, sky130_fd_sc_hd__ha_1 2.5%",
grt,pin_count_of_the_biggest_net_entering_global_routing,94,
setup_path,timing.critical_path.arrival,6630,ps
drt,wire_per_inst,34.4,µm
grt,grt_first_pass_wirelength,397000,µm
setup_path,worstRegToRegCells,18,
setup_path,critPathCaptureType,"output port",
grt,grt_antenna_before_repair,19,
min_path,timing.hold.worst.start,"pCounter.newPC[1]",
final_timing,setup_tns,0,ps
yosys,synth-area-yosys,64500,µm²
drt,dr_total_vias,50628,
final_timing,unclocked_pins,47,
power,power.density,121,nW/µm²
yosys,synthFlopType,"sky130_fd_sc_hd__edfxtp_1",
final_layout,area_growth_syn_to_layout,15.2,%
yosys,postSynth.asyncResetShare,0,
## per-stage QoR
stage | cells | cell area, µm² | hold slack (ps) | utilization | worst slack (ps)
after floorplan | 5337 | 64600 | 432 | - | 5220
after global placement | 8202 | 70600 | 465 | 0.332 | 4000
after detailed placement | 8202 | 70600 | 484 | 0.332 | 3990
after CTS | 8404 | 74300 | 493 | 0.349 | 3990
after global routing | 8406 | 74300 | 532 | 0.349 | 3810
final | 8412 | 74300 | 489 | 0.349 | 3930
## critical path, stage by stage
cell	delay [ps]
sky130_fd_sc_hd__buf_8	460
sky130_fd_sc_hd__buf_4	690
sky130_fd_sc_hd__buf_4	780
sky130_fd_sc_hd__mux2i_1	160
sky130_fd_sc_hd__a22oi_1	280
sky130_fd_sc_hd__nand4_1	210
sky130_fd_sc_hd__nor2_1	610
sky130_fd_sc_hd__clkdlybuf4s50_1	650
## cells in the mapped netlist (59+ instances only)
cell type	number
sky130_fd_sc_hd__nor3_1	78
sky130_fd_sc_hd__nor2_1	318
sky130_fd_sc_hd__nand3_1	146
sky130_fd_sc_hd__xnor2_1	59
sky130_fd_sc_hd__ha_1	128
sky130_fd_sc_hd__nand4_1	67
sky130_fd_sc_hd__mux2i_1	772
sky130_fd_sc_hd__a211oi_1	111
sky130_fd_sc_hd__buf_2	135
sky130_fd_sc_hd__inv_1	124
sky130_fd_sc_hd__o21ai_0	174
sky130_fd_sc_hd__mux4_2	222
sky130_fd_sc_hd__clkbuf_1	186
sky130_fd_sc_hd__a22oi_1	229
sky130_fd_sc_hd__nand2_1	303
sky130_fd_sc_hd__a21oi_1	229
sky130_fd_sc_hd__o22ai_1	71
sky130_fd_sc_hd__edfxtp_1	1024
## sequential cells by signal, indices dropped and copies added (netlist names)
name and cells:
alu32.ALUResult 32, controlUnit.aluDec.ALUControl 4, controlUnit.mainDec.ALUOp 2, controlUnit.mainDec.ALUSrc 1, controlUnit.mainDec.Branch 1, controlUnit.mainDec.MemToReg 1, controlUnit.mainDec.MemWrite 1, controlUnit.mainDec.PCSrcJ 1
controlUnit.mainDec.PCSrcJal 1, controlUnit.mainDec.PCSrcJr 1, controlUnit.mainDec.RegDst 1, controlUnit.mainDec.RegWrite 1, pCounter.newPC 32, regFile.rf 1024
## how the worst max path moves through the flow
stage	start	to	slack, ps	cells after the start
4_1_cts	instruction[17]	data_to_mem[7]	3990	8
5_1_grt	instruction[17]	data_to_mem[7]	3810	8
6_report	instruction[17]	data_to_mem[4]	3930	8
## kinds of logic after synthesis
kind of cell	Yosys count
AOI/OAI and AO/OA	1247
xor gates and xnor gates	76
adders and majority gates	134
buffers and inverters	530
DFF	1056
latches	47
muxes	1032
other	1
and+or+nand+nor	1183
## report_power, final
part / switching (mW) / leakage (nW) / internal (mW)
sequential: 0.0278 / 9.92 / 3.70
combinational: 1.39 / 14.6 / 0.667
clock: 1.36 / 1.77 / 1.83
## cell usage in the layout (no fill, tap or decap), types with 109 or more instances in the layout
| cell type | Yosys | routed |
|---|---|---|
| sky130_fd_sc_hd__nor2_1 | 318 | 287 |
| sky130_fd_sc_hd__a21oi_1 | 229 | 226 |
| sky130_fd_sc_hd__mux4_2 | 222 | 222 |
| sky130_fd_sc_hd__inv_1 | 124 | 124 |
| sky130_fd_sc_hd__edfxtp_1 | 1024 | 1024 |
| sky130_fd_sc_hd__a22oi_1 | 229 | 229 |
| sky130_fd_sc_hd__clkbuf_16 | 0 | 109 |
| sky130_fd_sc_hd__mux2i_1 | 772 | 771 |
| sky130_fd_sc_hd__ha_1 | 128 | 128 |
| sky130_fd_sc_hd__o21ai_0 | 174 | 145 |
| sky130_fd_sc_hd__nand3_1 | 146 | 146 |
| sky130_fd_sc_hd__buf_4 | 19 | 280 |
| sky130_fd_sc_hd__nand2_1 | 303 | 302 |
| sky130_fd_sc_hd__a211oi_1 | 111 | 111 |
| sky130_fd_sc_hd__clkdlybuf4s50_1 | 0 | 151 |
## per-layer routing
layer	GRT usage	vias to the layer above	routed length (µm)
met3	0.205	813	51000
met2	0.385	3665	121000
met1	0.310	24637	96500
met4	0.141	50	19200
met5	0.0375	-	1110
li1	-	21463	-
## area by class of cell
cell class	instances	share of cell area
Inverter	130	0.00657
Antenna cell	8	0.000270
Tap cell	2821	0.0475
Timing Repair Buffer	444	0.0506
Multi-Input combinational cell	3704	0.414
Sequential cell	1103	0.432
Clock inverter	76	0.0116
Clock buffer	126	0.0376
No activity file was given, so power comes from the tool's default toggle rates.
